<file path="flow/run.sh">
#!/bin/bash
# OpenROAD 26Q1-2900-gdf79404cd8, Yosys 0.63+post, stock flow scripts
make -C /OpenROAD-flow-scripts/flow DESIGN_CONFIG=/design/flow/config.mk WORK_HOME=/design/flow/orfs finish
</file>
<file path="flow/config.mk">
export PLATFORM = sky130hd
export DESIGN_NAME = instructionMemory
export DESIGN_NICKNAME = instructionMemory
export VERILOG_FILES = /design/flow/design.v
export SDC_FILE = /design/flow/constraint.sdc
export NUM_CORES = 4
export LEC_CHECK = 1
export CORE_AREA = 10 10 70 70
export DIE_AREA = 0 0 80 80
</file>
<file path="flow/constraint.sdc">
current_design instructionMemory

set clk_period 1.1
set clk_io_pct 0.2

create_clock -name clk0 -period $clk_period

set non_clock_inputs [all_inputs -no_clocks]
set_input_delay [expr $clk_period * $clk_io_pct] -clock clk0 $non_clock_inputs
set_output_delay [expr $clk_period * $clk_io_pct] -clock clk0 [all_outputs]
</file>
<file path="flow/design.v">
`timescale 1ns / 1ps
module instructionMemory(
    input [31:0] pc,
    input InsMemRW,
	 output [5:0] op, 
	 output [4:0] rs, rt, rd,
	 output [15:0] immediate);
	 wire [31:0] mem[0:15];
	 assign mem[0] = 32'h00000000;
	 assign mem[1] = 32'h04010008;
	 assign mem[2] = 32'h4002000C;
	 assign mem[3] = 32'h00221800;
	 assign mem[4] = 32'h08412000;
	 assign mem[5] = 32'h44222800;
	 assign mem[6] = 32'h48223000;
	 assign mem[7] = 32'hC0220004;
	 assign mem[8] = 32'h80203800;
	 assign mem[9] = 32'h98E10001;
	 assign mem[10] = 32'h9C220000;
	 assign mem[11] = 32'hC047FFFB;
	 assign mem[12] = 32'hFC000000;
	 assign mem[13] = 32'h00000000;
	 assign mem[14] = 32'h00000000;
	 assign mem[15] = 32'h00000000;
	 assign op = mem[pc[5:2]][31:26];
	 assign rs = mem[pc[5:2]][25:21];
	 assign rt = mem[pc[5:2]][20:16];
	 assign rd = mem[pc[5:2]][15:11];
	 assign immediate = mem[pc[5:2]][15:0];
endmodule
</file>
==> reports/results.md <==
| Step | Quantity | Reported |
| --- | --- | --- |
| setup path | Critical Path, Cell by Cell | buf_12 -> and2b_2 -> buf_6 -> a21boi_4 -> mux2i_1 -> buf_2 |
| timing | Final worst path period need | 1260 ps |
| global route | Via count of the first global-routing pass | 736 |
| setup path | Max incr delay on CP | 240 ps |
| min path | Startpoint of the most critical hold path | pc[2] |
| run status | Run status | finished with violations |
| setup path | Kind of capture point of the worst setup path | primary output |
| placed design | Final Wtd Congestion | 0.884 |
| die | FP Core Util | 0.126 |
| finish | Num sequential | 0 |
| min path | Worst hold path stage count | 4 |
| logic synthesis | Area fraction in compound gates | 0.258 |
| logic synthesis | Cell taking the most area after synthesis | sky130_fd_sc_hd__buf_4 |
| die | Chip Width | 80 µm |
| setup path | Worst setup path startpoint | pc[4] |
| global route | Initial antenna violation count | 0 |
| routing | Number of DRC violations after detailed routing | 0 |
| setup path | Maximum fanout along the worst path | 6 |
| die | Floorplan die area | 6400 µm² |
| timing | Setup TNS | -2620 ps |
| logic synthesis | XOR/XNOR Area Share | 0.0203 |
| logic synthesis | YS warnings | 1 |
| power and ir drop | Total power per unit cell area | 340 nW/µm² |
| timing | Setup slack after layout | -159 ps |
| timing | Pins Over Slew Limit | 0 |
| job | Tally of OpenROAD warnings | 63 |
| global route | Overall fraction of global-route tracks in use | 0.0663 |
| global route | Wire length of the first global-routing pass | 3.58 mm |
| job | Count of maximum capacitance violations | 0 |
| logic synthesis | Avg Inst Size Synth | 6.00 µm² |
| routing | WL final | 2.28 mm |
| logic synthesis | Area fraction in full adders, half adders and majority gates | 0 |
| clocking | Number of buffers inserted by hold repair at cts | 0 |
| setup path | Critical Setup Path Class | in2out |
| routing | Remaining antenna violation count | 0 |
| placed design | Estimated wirelength of the detail-placed design | 1.43 mm |
| logic synthesis | Seq share, synth | 0 |
| die | Y dimension of the die | 80 µm |
| placed design | Number of port buffers | 37 |
| routing | Average wire per cell in the routed design | 12.6 µm |
| die | Core Area | 3420 µm² |
| routing | Number of iterations in the first detailed-routing pass | 4 |
| placed design | Post-detailed-placement cell area | 831 µm² |
| finish | Non-Filler Cell Area, Final | 1310 µm² |
| timing | Final period util | 1.14 |
| logic synthesis | Largest cells by area after synthesis | sky130_fd_sc_hd__buf_4 (33%), sky130_fd_sc_hd__nand2_1 (9.6%), sky130_fd_sc_hd__o211ai_1 (7.0%) |
| logic synthesis | Synthesized area | 432 µm² |
| logic synthesis | Gate Count Post-Synth | 72 |
| timing | # setup viols final | 29 |
| routing | Count of routing violations after the opening detailed-route iteration | 6 |
| global route | Pin count of the biggest net entering global routing | 9 |
| logic synthesis | Dominant non-sequential cell family after synthesis | buffers and inverters |
| logic synthesis | # Cells Yosys | 72 |
| logic synthesis | Number of unique standard cell types used by synthesis | 23 |
| power and ir drop | Static power due to leakage | 0.675 nW |
| timing | Final Hold Viols | 0 |
| routing | Antenna diode instance count | 0 |
| logic synthesis | Fraction of synthesized cell area taken by the top area cell type | 0.330 |
| timing | Fmax | 794 MHz |
| power and ir drop | Worst supply voltage drop on vdd | 0.191 mV |
| finish | FF+latch area | 0 µm² |
| setup path | Required time at the endpoint of the critical path | 880 ps |
| routing | Post-detailed-route via-to-cell ratio | 3.83 |
| finish | Filler instances | 331 |
| global route | Total gr overflow | 0 |
| logic synthesis | Simple-gate share of the synthesized area | 0.287 |
| logic synthesis | Area fraction in mux cells | 0.0232 |
| logic synthesis | Total cell area reported by yosys after synthesis | 432 µm² |
| finish | Area overhead of the layout relative to synthesis | 203% |
| setup path | Highest-delay cell along the critical path | sky130_fd_sc_hd__and2b_2 |
| timing | Setup repair after global routing missed its margin | true |
| finish | Clock buf count | 0 |
| die | I/O pin count | 70 |
| finish | Fraction of layout instances using a drive strength above 1 | 0.836 |
| power and ir drop | Total power of the final layout | 445 µW |
| setup path | Nature of the critical path startpoint | input pin |
| setup path | Data arrival time of the worst path | 1040 ps |
| run status | Violations in the final reports | negative setup slack |
| die | Number of rows created at floorplan | 21 |
| min path | Type of the most critical hold path | in2out |
| routing | Number of vias after detailed routing | 689 |
## worst paths after layout
check,endpoint
worst min-delay path,op[0]
worst max-delay path,op[4]
## layout by cell type, fill, tap and decap left out, drive strengths merged, types with 2 or more instances in the layout
cell type and instances:
buf 79, nand2 11, o21ai 4, nor3 2
conb 4, nor2b 2, nand2b 4, nor2 4
inv 3, o211ai 4, a21oi 3, nand3 2
## final cells by class
cell class	instances	area [µm²]	share of cell area
well taps	46	57.6	0.0439
multi-input cells	50	485	0.371
repair buffers	81	756	0.577
inverters	3	11.3	0.00860
## cells by family (layout without fill, tap and decap cells)
| group | count (synthesis) | in the layout |
|---|---|---|
| buffers and inverters | 26 | 84 |
| and+or+nand+nor | 26 | 27 |
| other | 1 | 4 |
| xor gates and xnor gates | 1 | 1 |
| muxes | 1 | 1 |
| AOI/OAI and AO/OA | 17 | 17 |
## synthesized netlist by cell type, drive strengths merged, types with 2 or more instances
| library cell | count |
|---|---|
| buf | 23 |
| o21ai | 4 |
| nor2 | 3 |
| nand2 | 11 |
| o211ai | 4 |
| a21oi | 3 |
| nor2b | 2 |
| nor3 | 2 |
| nand2b | 4 |
| inv | 3 |
| nand3 | 2 |
## repair_timing
item                       CTS  global route
buffers inserted            26             8
gates resized              193            26
cloned                       1             0
pin swaps                   15            12
hold endpoints to repair     0             0
setup endpoints to repair   33            33
## report_power, final
| part | total (mW) | switching, mW | internal [mW] |
|---|---|---|---|
| logic | 0.445 | 0.175 | 0.270 |
| registers | 0 | 0 | 0 |
| clock network | 0 | 0 | 0 |
| total | 0.445 | 0.175 | 0.270 |
## per-stage QoR
step | worst slack (ps) | std cells | utilization | hold WS (ps)
6_report | -159 | 180 | 0.384 | 804
5_1_grt | -217 | 180 | 0.384 | 828
4_1_cts | -167 | 175 | 0.344 | 826
3_5_place_dp | -1040 | 149 | 0.243 | 1560
3_3_place_gp | -1040 | 149 | 0.243 | 1540
2_1_floorplan | 19.2 | 75 | - | 518
## critical path: cells and delay by family
kind	cells	cell delay (ps)
and+or+nand+nor	1	240
buffers and inverters	3	340
AOI/OAI and AO/OA	1	150
muxes	1	90
## routing by layer
metal	global-route usage	up-vias	wire, µm
met4	0.00176	0	0
met5	0	-	0
li1	-	347	-
met1	0.0864	318	1010
met3	0.0227	0	218
met2	0.108	24	1050
Power figures rest on the tool's default switching activity, not on a simulated workload.
